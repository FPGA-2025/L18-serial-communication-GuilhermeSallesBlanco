## design/flow/config.mk

```make
export PLATFORM = sky130hd
export DESIGN_NAME = receiver
export DESIGN_NICKNAME = receiver
export VERILOG_FILES = /design/flow/design.v
export SDC_FILE = /design/flow/constraint.sdc
export NUM_CORES = 4
export LEC_CHECK = 1
export CORE_AREA = 10 10 83 83
export DIE_AREA = 0 0 93 93
```

## design/flow/constraint.sdc

```tcl
current_design receiver

set clk_period 4.1
set clk_io_pct 0.2

create_clock -name clk0 -period $clk_period [get_ports {clk}]

set non_clock_inputs [all_inputs -no_clocks]
set_input_delay [expr $clk_period * $clk_io_pct] -clock clk0 $non_clock_inputs
set_output_delay [expr $clk_period * $clk_io_pct] -clock clk0 [all_outputs]
```

## design/flow/design.v

```verilog
module receiver (
    input clk,
    input rstn,
    output ready,  
    output [6:0] data_out,  
    output parity_ok_n,  
    input serial_in  
);
reg [3:0] counter;
reg [7:0] data_buffer; 
reg r_dados;
reg rready;
reg [6:0] rdata_out;
reg rparity_ok_n;
always @(posedge clk or negedge rstn) begin
    if(!rstn) begin
        counter <= 0;
        data_buffer <= 0;
        r_dados <= 0;
        rready <= 0;
        rdata_out <= 0;
        rparity_ok_n <= 1;
    end else begin
        rready = 0;
        if(!r_dados) begin
            if(!serial_in) begin
                counter <= 0;
                r_dados <= 1;  
            end
        end else begin
            counter <= counter + 1;
            if(counter < 8) begin
                data_buffer = {serial_in, data_buffer[7:1]};  
            end else if(counter == 8) begin
                rdata_out <= data_buffer[6:0];  
                rparity_ok_n = ^{data_buffer[7:0]};  
                rready <= 1;  
                r_dados <= 0;  
            end
        end
    end
end
assign ready = rready;
assign data_out = rdata_out;
assign parity_ok_n = rparity_ok_n;
endmodule
```

## design/flow/run.sh

```bash
#!/bin/bash
# OpenROAD 26Q1-2900-gdf79404cd8, Yosys 0.63+post, stock flow scripts
make -C /OpenROAD-flow-scripts/flow DESIGN_CONFIG=/design/flow/config.mk WORK_HOME=/design/flow/orfs finish
```

==> flow_summary.toml <==
# physical design summary
[cells_and_area]
drive_gt1_frac = 0.286
syn2layout_area_growth_pct = 26.5
lay_top_count = "dfrtp_1"
nFillCells = 558
final_area_mm2 = 0.00123
fin_util = 0.239
final_cell_mix = "21 x dfrtp_1, 11 x clkdlybuf4s50_1, 9 x mux2_2"

[floorplan]
die_y_um = 93
chip_area_mm2 = 0.00865
num_io_pins = 12
num_rows = 26
core-area_mm2 = 0.00514
die_w_um = 93
initial_utilization = 0.189

[yosys]
synth_cell_types = 19
synthAdderAreaFrac = 0.0258
synth_seq_share = 0.568
synthMuxAreaShare = 0.213
syn_area_per_cell_um2 = 13.9
top_logic_kind = "multiplexers"
synth-seq-cells = 22
synth_area_um2 = 971
synthAoiAreaFrac = 0.0322
ys_cells = 70
ys_sh_xor = 0.0631
ys_chip_area_um2 = 971
ys.warnings.count = 1
synth_cells = 70
ys_sh_simple = 0.0670

[drt]
drc = 0
dr.first_iter.drc_count = 22
vias_per_cell = 3.53
drt_wl_total_mm = 1.64
vias = 544
dr.pass1.iters = 4
antenna_cells = 0
avgRoutedWirePerCell_um = 10.6
ant_nets = 0

[worst_setup_path]
end_kind = "primary output"
crit_path_top_delay_cell = "dfstp_2"
crit_path_start_kind = "flip-flop"
crit_family = "flip-flops"
path_class = "reg2out"
worstPathArrival_ns = 1.25
crit_chain = "clkdlybuf4s50_1"
slowest_delay_ns = 0.53
path_depth = 1
crit_buf_inv = 1
cp_data_required_time_ns = 3.28
cp_max_fo = 2
reg2reg_depth = 3

[global_route]
grt_pass1_vias = 617
grt_pass1_wl_mm = 2.93
grt_overflow = 0
track_usage = 0.0409
antenna_found_initial = 0
grt_max_degree = 23

[power]
power.switching_uw = 314
p_leak_uw = 0.000523
power.density_mw_per_mm2 = 871
pwr-share-comb = 0.417
swShare = 0.293
p_int_uw = 756
seqPwrFrac = 0.398
vdd_ir_drop_max_mv = 0.307
p_clk_frac = 0.185

[clock_tree]
post_cts_buffers = 0
cts_buffer_depth = 2
cts_tree = "built"
cts-root-buf = "clkbuf_8"
clkTransAtPathRegs_ns = 0.08
cts_max_level = 1
postCtsHoldBufs = 0
clock_latency_ns = 0.26
cts.sinks = 22
cts_inserted_buffers = 3
cts.repair.resized = 0

[placement]
place.gp.congestion = 0.775
portBuffers = 11
dp_hpwl_mm = 1.19
place_area_mm2 = 0.00116
pre_cts_ws_ns = 2.20

[final_timing]
slew_headroom = 0.767
fin_crit_sh = 0.504
period_minus_slack_ns = 2.07
finalHoldViolations = 0
setup_viol = 0
fin_ws_ns = 2.03
rsz0062_at_grt = "false"
finalClockSkew_ns = 0.00107
maxSlewViolCount = 0
fin_setup_tns_ns = 0
fmax_mhz = 484
tightest_slew_ns = 0.349

[worst_hold_path]
whs_path_depth = 2
hp-class = "reg2reg"

[run]
maxCapViolations = 0
tool_warnings = 26

[outcome]
status = "finished clean"
==> cell type report <==
class	count	area, um2	area share
clock buffers	3	41.3	0.0336
repair buffers	12	118	0.0957
inverters	3	11.3	0.00916
multi-input cells	43	389	0.317
clock inverters	1	30.0	0.0244
flip-flops and latches	22	552	0.449
well taps	70	87.6	0.0713
==> power groups by stage <==
| stage | Clock (uW) | Sequential [uW] | Combinational, uW |
|---|---|---|---|
| after CTS | 200 | 427 | 457 |
| after global routing | 210 | 447 | 498 |
| final | 198 | 425 | 446 |
==> worst paths after layout <==
path | slack, ns | to | startpoint
setup / recovery | 2.03 | parity_ok_n | rparity_ok_n
hold / removal | 0.48 | rparity_ok_n | rparity_ok_n
setup reg to reg | 2.51 | rdata_out[3] | r_dados
hold reg to reg | 0.48 | rparity_ok_n | rparity_ok_n
max in group asynchronous | 2.93 | rparity_ok_n | rstn
min in group asynchronous | 0.90 | rdata_out[0] | rstn
==> worst reg2reg max path: stages (launching register included) <==
cell     delay (ns)
dfrtp_1        0.51
nand2_2        0.09
or4_4          0.54
mux2_4         0.33
==> logic make-up after synthesis <==
kind of cell	count (synthesis)
AOI/OAI and AO/OA	6
xor gates and xnor gates	7
adders and majority gates	2
buffers and inverters	5
DFF	22
muxes	16
and+or+nand+nor	12
==> sequential cells by signal (all words and copies together) (netlist names) <==
signal        cells
r_dados           1
counter           4
rdata_out         7
rparity_ok_n      1
data_buffer       8
rready            1
==> metrics by stage <==
stage,hold slack [ns],total power [uW],cells
final,0.483,1070,154
after global routing,0.538,1160,154
after CTS,0.494,1080,154
after detailed placement,0.482,881,150
after global placement,0.466,860,150
after floorplan,0.448,733,70
==> Yosys cell counts, drive strengths merged <==
| cell | n | area (um2) |
|---|---|---|
| nor2 | 1 | 3.75 |
| or4 | 1 | 11.3 |
| o22ai | 1 | 6.26 |
| a21oi | 1 | 5.00 |
| mux2 | 16 | 206 |
| xnor2 | 7 | 61.3 |
| buf | 2 | 18.8 |
| nor3b | 1 | 7.51 |
| nand2 | 6 | 25.0 |
| dfstp | 1 | 26.3 |
| o21ai | 4 | 20.0 |
| nand3 | 1 | 5.00 |
| dfrtp | 21 | 526 |
| ha | 2 | 25.0 |
| nor2b | 2 | 12.5 |
| inv | 3 | 11.3 |
==> metal layers <==
layer	up-vias	wire length [um]	global-route usage
li1	263	-	-
met1	269	759	0.0511
met2	12	750	0.0666
met3	0	128	0.0186
met4	0	0	0.00257
met5	-	0	0
Power and IR drop assume default switching activity.
