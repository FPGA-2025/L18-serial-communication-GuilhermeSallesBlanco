### design/flow/run.sh
#!/bin/bash
# OpenROAD 26Q1-2900-gdf79404cd8, Yosys 0.63+post, stock flow scripts
make -C /OpenROAD-flow-scripts/flow DESIGN_CONFIG=/design/flow/config.mk WORK_HOME=/design/flow/orfs finish
### design/flow/config.mk
export PLATFORM = sky130hd
export DESIGN_NAME = transmitter
export DESIGN_NICKNAME = transmitter
export VERILOG_FILES = /design/flow/design.v
export SDC_FILE = /design/flow/constraint.sdc
export NUM_CORES = 4
export LEC_CHECK = 1
export CORE_AREA = 10 10 99 99
export DIE_AREA = 0 0 109 109
### design/flow/constraint.sdc
current_design transmitter

set clk_period 2.0
set clk_io_pct 0.2

create_clock -name clk0 -period $clk_period [get_ports {clk}]

set non_clock_inputs [all_inputs -no_clocks]
set_input_delay [expr $clk_period * $clk_io_pct] -clock clk0 $non_clock_inputs
set_output_delay [expr $clk_period * $clk_io_pct] -clock clk0 [all_outputs]
### design/flow/design.v
module transmitter (
    input clk,
    input rstn,
    input start,  
    input [6:0] data_in,  
    output reg serial_out  
);
reg [7:0] data_reg;  
localparam IDLE = 4'd0,
           START = 4'd1,
           ENVIA_DADOS = 4'd2, 
           STOP = 4'd3,
           RESET = 4'd4;
reg [3:0] estado, prox_estado;
reg [3:0] contador;  
always @(posedge clk or negedge rstn) begin
    if(!rstn) begin
        estado <= RESET;
    end else begin
        estado <= prox_estado;
    end
end
always @(estado) begin
    case(estado)
        RESET: begin
            prox_estado = IDLE;  
        end
        IDLE: begin
            if(!start) begin
                prox_estado = START;
            end else begin
                prox_estado = IDLE;
            end
        end
        START: begin
            prox_estado = ENVIA_DADOS;  
        end
        ENVIA_DADOS: begin
            prox_estado = contador >= 8 ? STOP : ENVIA_DADOS;
        end
        STOP: begin
            prox_estado = IDLE;  
        end
        default: begin
            prox_estado = IDLE;  
        end
    endcase
end
always @(posedge clk) begin
    case (estado)
        RESET: begin
            data_reg = 8'b00000000;   
            serial_out   = 8'b11111111;   
        end
        IDLE: begin
        end
        START: begin
            contador = 4'b0000;       
            data_reg = {(^data_in), data_in};  
            serial_out   = 1'b0;          
        end
        ENVIA_DADOS: begin
            contador <= contador+1;  
                if (contador < 8) begin
                    serial_out = data_reg[contador];
                end else begin
                    serial_out = 1'b1;
                end
        end
        STOP: begin
                serial_out = 1'b0; 
        end
    endcase
end
endmodule
==> run_results.csv <==
group,metric,value,unit
global_route,met1_usage,3.34,%
power,max-vdd-ir-drop,0.333,mV
timing,maxSlewViolCount,0,
power,p_leak,0.423,nW
timing,grt_setup_unrepaired,"no",
setup_path,cell_seen_most_often_among_critical_path_stages,"sky130_fd_sc_hd__xnor3_1",
setup_path,critPathCaptureType,"flip-flop",
place,dp_hpwl,1160,um
detailed_routing,postRouteAntennaNets,0,
timing,min_period_over_period,81.0,%
synth,async_reset_ff_share,27.8,%
detailed_routing,remaining_drc_errors,0,
cells_and_area,layout_top_cell_excl_fill_tap,"sky130_fd_sc_hd__edfxtp_1",
floorplanning,row_count,32,
setup_path,critical-path-max-stage-delay,470,ps
cells_and_area,area_growth,31.2,%
global_route,grt.total_usage,2.59,%
detailed_routing,detailroute.via_count,454,
timing,max_freq,0.617,GHz
power,post-layout-total-power,1.23,mW
global_route,grt_first_pass_wirelength,2430,um
place,place_worst_setup_slack,103,ps
cells_and_area,share_of_post_route_cells_with_drive_strength_above_1,16.4,%
cts,clock.latency.late_pin,250,ps
synth,synthMuxAreaShare,5.23,%
place,gp_routability_congestion,0.753,
synth,ys_area,861,um^2
place,dpl-instance-area,1080,um^2
detailed_routing,vias_per_cell,2.59,
setup_path,worst_path_cell_chain,"clkdlybuf4s50_1 -> xnor3_1 -> xnor3_1 -> and2_1",
floorplanning,share_of_the_core_filled_by_cells_before_placement,11.1,%
synth,synth-main-ff-cell,"sky130_fd_sc_hd__edfxtp_1",
synth,ys_warn_count,1,
hold_path,holdCritPathClass,"in -> async",
floorplanning,chip_area,11900,um^2
run_status,run_status,"complete, no violations",
floorplanning,io_pins,11,
run,stage_log_warnings,27,
floorplanning,chipWidth,109,um
place,io_buffer_count,10,
global_route,grt_util_met2,3.94,%
floorplanning,placeable_core_area,7730,um^2
setup_path,critical_path_peak_fanout,2,
synth,yosys.cell_types.count,25,
synth,synth_xor_xnor_area_share,9.30,%
place,placed_cells_incl_taps,171,
cts,cts_setup_buffers,0,
detailed_routing,route.antenna.diode_count,0,
cts,tritoncts_num_sinks,18,
timing,worst_clock_skew,0.955,ps
synth,post_synth_fa_ha_maj_area_fraction,2.91,%
setup_path,worst-r2r-setup-slack,410,ps
cells_and_area,largest_register_ff_count,8,
setup_path,startpoint_type,"input port",
floorplanning,dieHeight,109,um
detailed_routing,drt_first_pass_iters,2,
timing,finalSetupViolations,0,
cells_and_area,finish.utilization,14.6,%
synth,post_synth_inst_count,60,
cells_and_area,layout_top_cells,"13 x sky130_fd_sc_hd__edfxtp_1, 11 x sky130_fd_sc_hd__and2_1, 10 x sky130_fd_sc_hd__clkdlybuf4s50_1, 4 x sky130_fd_sc_hd__inv_1, 4 x sky130_fd_sc_hd__dfrtp_1",
cts,post_cts_resize_count,0,
power,pwr_density_cell,1090,nW/um^2
global_route,global_route.overflow_total,0,
synth,netlist_area,861,um^2
synth,postSynthSeqShare,60.0,%
synth,avgSynthCellArea,14.3,um^2
detailed_routing,postRouteWirelength,1440,um
timing,final-hold-violation-count,0,
synth,topCombFamilyByArea,"simple AND/OR/NAND/NOR gates",
global_route,groute.layer.met3.usage,1.08,%
timing,finalCriticalPeriod,1620,ps
global_route,antenna_found_initial,0,
global_route,vias_in_the_first_global_route,506,
setup_path,timing.critical_path.required,2010,ps
global_route,largest_net_degree_at_the_start_of_global_routing,12,
timing,layout_setup_ws,380,ps
detailed_routing,dr.first_iter.drc_count,21,
cts,cts_root_buf,"sky130_fd_sc_hd__clkbuf_8",
cells_and_area,fin_area,1130,um^2
synth,synth_flop_count,18,
setup_path,timing.critical_path.arrival,1630,ps
synth,yosys_cells,60,
timing,worst_hold_slack,364,ps
synth,synth_compound_gate_area_share,5.67,%
setup_path,timing.setup.critical_path_class,"in -> reg",
global_route,top_usage_layer,"met2",
setup_path,crit_slowest_cell,"sky130_fd_sc_hd__clkdlybuf4s50_1",
cells_and_area,finish.cell_count_without_fillers,175,
run,cap_viol_max_count,0,
detailed_routing,route.detailed.wl_per_inst,8.25,um
synth,synth-edff-count,13,
cells_and_area,filler_cell_count,852,
cts,num_cts_buffers,3,
synth,simple_gate_share,14.2,%
cts,ctsHoldBuffers,0,
timing,timing.setup.tns,0,ps
cts,cts_buffer_depth,2,
cts,h-tree-depth,1,
cts,tritoncts_clock_tree,"yes",
cts,clk_pin_slew_worst_paths,60,ps
## worst paths after layout
| path | endpoint | from | depth (start not counted) |
|---|---|---|---|
| min | estado[3]$_DFF_PN0_ | rstn | 1 |
| min in group clk0 | estado[1]$_DFF_PN0_ | estado[1]$_DFF_PN0_ | 1 |
| max | data_reg[7]$_SDFFCE_PN0P_ | data_in[1] | 4 |
| max in group asynchronous | estado[0]$_DFF_PN1_ | rstn | 1 |
| min reg2reg | estado[1]$_DFF_PN0_ | estado[1]$_DFF_PN0_ | 1 |
| max reg2reg | serial_out$_DFFE_PP_ | contador[0]$_SDFFCE_PN0P_ | 3 |
## layout make-up
cell class                      instances  area, um^2  area share (%)
Timing Repair Buffer                   10         100            8.86
Inverter                                4        15.0            1.33
Multi-Input combinational cell         37         325            28.8
Tap cell                              102         128            11.3
Clock buffer                            4        45.0            3.99
Sequential cell                        18         517            45.7
## critical path, delay by kind of cell
kind                   cells  cell delay (ps)
XOR/XNOR                   2              600
buffers and inverters      1              470
AND/OR/NAND/NOR            1              150
## routing by layer
| metal | share of wire [%] | wire, um | vias to the layer above |
|---|---|---|---|
| met4 | 2.4 | 35 | 0 |
| li1 | - | - | 232 |
| met3 | 6.1 | 88 | 2 |
| met2 | 44 | 634 | 12 |
| met5 | 0 | 0 | - |
| met1 | 47 | 685 | 208 |
## report_power, final
group / total (mW) / switching (mW) / internal, mW
sequential: 0.649 / 0.107 / 0.542
clock: 0.252 / 0.110 / 0.141
combinational: 0.328 / 0.118 / 0.210
total: 1.23 / 0.336 / 0.893
## synthesized netlist by cell type (all sizes together), types with 2 or more instances
master / n / area, um^2
mux2: 2 / 22.5
edfxtp: 13 / 390
and2: 11 / 68.8
inv: 4 / 15.0
dfrtp: 4 / 100
nand2: 2 / 7.51
ha: 2 / 25.0
or2: 2 / 12.5
xnor3: 2 / 45.0
xnor2: 3 / 26.3
## cell families (layout without fill, tap and decap cells)
logic type                 after synthesis  count (layout)
AOI/OAI and AO/OA                        5               5
DFF                                     18              18
buffers and inverters                    5              18
muxes                                    3               3
other                                    1               1
xor gates and xnor gates                 6               6
and+or+nand+nor                         20              20
adders and majority gates                2               2
Power is estimated from default activity; no workload was simulated.
